==> flow/design.v <==
module mem_RAM  # 
  (
    parameter SIZE = 64,
    parameter WIDTH = 32
  )( 
    input clk,
    input en_write,
    input en_read,
    input [clog2(SIZE-1)-1:0] addr_write,
    input [clog2(SIZE-1)-1:0] addr_read,
    input [WIDTH-1:0] data_in,
    output [WIDTH-1:0] data_out
  );
	reg [WIDTH-1:0] Mem [SIZE-1:0];
	reg [WIDTH-1:0] out_reg;
 	always @(posedge clk) 
	begin
        if(en_write)  Mem[addr_write] <= data_in;
	end
	always @(posedge clk) 
	begin
		if(en_read)   out_reg <= Mem[addr_read];
	end
    assign data_out = out_reg;
    genvar i;
        generate 
         for(i = 0; i < SIZE; i = i+1) begin
            initial Mem[i] = 0;
         end
        endgenerate
    function integer clog2;
      input integer n;
        for (clog2=0; n>0; clog2=clog2+1)
          n = n >> 1;
    endfunction
endmodule
module mem_ROM_k  # 
  (
    parameter SIZE = 64,
    parameter WIDTH = 32
  )( 
    input clk,
    input enable,
    input [clog2(SIZE-1)-1:0] addr,
    output [WIDTH-1:0] data
  );
	(*rom_style = "block" *) reg [WIDTH-1:0] Mem;
	assign data = Mem;
	always @(posedge clk) begin
        if(enable)
            case(addr) 
              6'b000000: Mem <= 32'h428a2f98 ;  
		      6'b000001: Mem <= 32'h71374491 ; 
		      6'b000010: Mem <= 32'hb5c0fbcf ;
		      6'b000011: Mem <= 32'he9b5dba5 ;
		      6'b000100: Mem <= 32'h3956c25b ;
		      6'b000101: Mem <= 32'h59f111f1 ;
		      6'b000110: Mem <= 32'h923f82a4 ;
		      6'b000111: Mem <= 32'hab1c5ed5 ;  
		      6'b001000: Mem <= 32'hd807aa98 ;
		      6'b001001: Mem <= 32'h12835b01 ;
		      6'b001010: Mem <= 32'h243185be ;
		      6'b001011: Mem <= 32'h550c7dc3 ;
		      6'b001100: Mem <= 32'h72be5d74 ;
		      6'b001101: Mem <= 32'h80deb1fe ;
		      6'b001110: Mem <= 32'h9bdc06a7 ;
		      6'b001111: Mem <= 32'hc19bf174 ;  
              6'b010000: Mem <= 32'he49b69c1 ;
		      6'b010001: Mem <= 32'hefbe4786 ;
		      6'b010010: Mem <= 32'h0fc19dc6 ;
		      6'b010011: Mem <= 32'h240ca1cc ;
		      6'b010100: Mem <= 32'h2de92c6f ;
		      6'b010101: Mem <= 32'h4a7484aa ;
		      6'b010110: Mem <= 32'h5cb0a9dc ;
		      6'b010111: Mem <= 32'h76f988da ;
		      6'b011000: Mem <= 32'h983e5152 ;
		      6'b011001: Mem <= 32'ha831c66d ;
		      6'b011010: Mem <= 32'hb00327c8 ;
		      6'b011011: Mem <= 32'hbf597fc7 ;
		      6'b011100: Mem <= 32'hc6e00bf3 ;
		      6'b011101: Mem <= 32'hd5a79147 ;
		      6'b011110: Mem <= 32'h06ca6351 ;
		      6'b011111: Mem <= 32'h14292967 ;
              6'b100000: Mem <= 32'h27b70a85 ;
		      6'b100001: Mem <= 32'h2e1b2138 ;
		      6'b100010: Mem <= 32'h4d2c6dfc ;
		      6'b100011: Mem <= 32'h53380d13 ;
		      6'b100100: Mem <= 32'h650a7354 ;
		      6'b100101: Mem <= 32'h766a0abb ;
		      6'b100110: Mem <= 32'h81c2c92e ;
		      6'b100111: Mem <= 32'h92722c85 ;
		      6'b101000: Mem <= 32'ha2bfe8a1 ;
		      6'b101001: Mem <= 32'ha81a664b ;
		      6'b101010: Mem <= 32'hc24b8b70 ;
		      6'b101011: Mem <= 32'hc76c51a3 ;
		      6'b101100: Mem <= 32'hd192e819 ;
		      6'b101101: Mem <= 32'hd6990624 ;
		      6'b101110: Mem <= 32'hf40e3585 ;
		      6'b101111: Mem <= 32'h106aa070 ;
              6'b110000: Mem <= 32'h19a4c116 ;
		      6'b110001: Mem <= 32'h1e376c08 ;
		      6'b110010: Mem <= 32'h2748774c ;
		      6'b110011: Mem <= 32'h34b0bcb5 ;
		      6'b110100: Mem <= 32'h391c0cb3 ;
		      6'b110101: Mem <= 32'h4ed8aa4a ;
		      6'b110110: Mem <= 32'h5b9cca4f ;
		      6'b110111: Mem <= 32'h682e6ff3 ;
		      6'b111000: Mem <= 32'h748f82ee ;
		      6'b111001: Mem <= 32'h78a5636f ;
		      6'b111010: Mem <= 32'h84c87814 ;
		      6'b111011: Mem <= 32'h8cc70208 ;
		      6'b111100: Mem <= 32'h90befffa ;
		      6'b111101: Mem <= 32'ha4506ceb ;
		      6'b111110: Mem <= 32'hbef9a3f7 ;
		      6'b111111: Mem <= 32'hc67178f2 ;
            endcase
    end	
    function integer clog2;
      input integer n;
        for (clog2=0; n>0; clog2=clog2+1)
          n = n >> 1;
    endfunction
endmodule
module mem_ROM_k_256  # 
  (
    parameter SIZE = 64,
    parameter WIDTH = 32
  )( 
    input clk,
    input enable,
    input [clog2(SIZE-1)-1:0] addr,
    output [WIDTH-1:0] data
  );
    reg [WIDTH-1:0] data_reg;
 	reg [WIDTH-1:0] Mem [SIZE-1:0];
	always @(posedge clk) 
	begin
	end
	assign data = Mem[addr];
	initial begin
	         Mem [6'b000000] <= 32'h428a2f98 ;  
		     Mem [6'b000001] <= 32'h71374491 ; 
		     Mem [6'b000010] <= 32'hb5c0fbcf ;
		     Mem [6'b000011] <= 32'he9b5dba5 ;
		     Mem [6'b000100] <= 32'h3956c25b ;
		     Mem [6'b000101] <= 32'h59f111f1 ;
		     Mem [6'b000110] <= 32'h923f82a4 ;
		     Mem [6'b000111] <= 32'hab1c5ed5 ;  
		     Mem [6'b001000] <= 32'hd807aa98 ;
		     Mem [6'b001001] <= 32'h12835b01 ;
		     Mem [6'b001010] <= 32'h243185be ;
		     Mem [6'b001011] <= 32'h550c7dc3 ;
		     Mem [6'b001100] <= 32'h72be5d74 ;
		     Mem [6'b001101] <= 32'h80deb1fe ;
		     Mem [6'b001110] <= 32'h9bdc06a7 ;
		     Mem [6'b001111] <= 32'hc19bf174 ;  
             Mem [6'b010000] <= 32'he49b69c1 ;
		     Mem [6'b010001] <= 32'hefbe4786 ;
		     Mem [6'b010010] <= 32'h0fc19dc6 ;
		     Mem [6'b010011] <= 32'h240ca1cc ;
		     Mem [6'b010100] <= 32'h2de92c6f ;
		     Mem [6'b010101] <= 32'h4a7484aa ;
		     Mem [6'b010110] <= 32'h5cb0a9dc ;
		     Mem [6'b010111] <= 32'h76f988da ;
		     Mem [6'b011000] <= 32'h983e5152 ;
		     Mem [6'b011001] <= 32'ha831c66d ;
		     Mem [6'b011010] <= 32'hb00327c8 ;
		     Mem [6'b011011] <= 32'hbf597fc7 ;
		     Mem [6'b011100] <= 32'hc6e00bf3 ;
		     Mem [6'b011101] <= 32'hd5a79147 ;
		     Mem [6'b011110] <= 32'h06ca6351 ;
		     Mem [6'b011111] <= 32'h14292967 ;
             Mem [6'b100000] <= 32'h27b70a85 ;
		     Mem [6'b100001] <= 32'h2e1b2138 ;
		     Mem [6'b100010] <= 32'h4d2c6dfc ;
		     Mem [6'b100011] <= 32'h53380d13 ;
		     Mem [6'b100100] <= 32'h650a7354 ;
		     Mem [6'b100101] <= 32'h766a0abb ;
		     Mem [6'b100110] <= 32'h81c2c92e ;
		     Mem [6'b100111] <= 32'h92722c85 ;
		     Mem [6'b101000] <= 32'ha2bfe8a1 ;
		     Mem [6'b101001] <= 32'ha81a664b ;
		     Mem [6'b101010] <= 32'hc24b8b70 ;
		     Mem [6'b101011] <= 32'hc76c51a3 ;
		     Mem [6'b101100] <= 32'hd192e819 ;
		     Mem [6'b101101] <= 32'hd6990624 ;
		     Mem [6'b101110] <= 32'hf40e3585 ;
		     Mem [6'b101111] <= 32'h106aa070 ;
             Mem [6'b110000] <= 32'h19a4c116 ;
		     Mem [6'b110001] <= 32'h1e376c08 ;
		     Mem [6'b110010] <= 32'h2748774c ;
		     Mem [6'b110011] <= 32'h34b0bcb5 ;
		     Mem [6'b110100] <= 32'h391c0cb3 ;
		     Mem [6'b110101] <= 32'h4ed8aa4a ;
		     Mem [6'b110110] <= 32'h5b9cca4f ;
		     Mem [6'b110111] <= 32'h682e6ff3 ;
		     Mem [6'b111000] <= 32'h748f82ee ;
		     Mem [6'b111001] <= 32'h78a5636f ;
		     Mem [6'b111010] <= 32'h84c87814 ;
		     Mem [6'b111011] <= 32'h8cc70208 ;
		     Mem [6'b111100] <= 32'h90befffa ;
		     Mem [6'b111101] <= 32'ha4506ceb ;
		     Mem [6'b111110] <= 32'hbef9a3f7 ;
		     Mem [6'b111111] <= 32'hc67178f2 ;
	end
    function integer clog2;
      input integer n;
        for (clog2=0; n>0; clog2=clog2+1)
          n = n >> 1;
    endfunction
endmodule
module mem_ROM_k_512  # 
  (
    parameter SIZE = 80,
    parameter WIDTH = 64
  )( 
    input clk,
    input enable,
    input [clog2(SIZE-1)-1:0] addr,
    output [WIDTH-1:0] data
  );
    reg [WIDTH-1:0] data_reg;
 	reg [WIDTH-1:0] Mem [SIZE-1:0];
	always @(posedge clk) 
	begin
	end
	assign data = Mem[addr];
	initial begin
	         Mem [7'b0000000] <= 64'h428a2f98_d728ae22 ;  
		     Mem [7'b0000001] <= 64'h71374491_23ef65cd ; 
		     Mem [7'b0000010] <= 64'hb5c0fbcf_ec4d3b2f ;
		     Mem [7'b0000011] <= 64'he9b5dba5_8189dbbc ;
		     Mem [7'b0000100] <= 64'h3956c25b_f348b538 ;
		     Mem [7'b0000101] <= 64'h59f111f1_b605d019 ;
		     Mem [7'b0000110] <= 64'h923f82a4_af194f9b ;
		     Mem [7'b0000111] <= 64'hab1c5ed5_da6d8118 ;  
		     Mem [7'b0001000] <= 64'hd807aa98_a3030242 ;
		     Mem [7'b0001001] <= 64'h12835b01_45706fbe ;
		     Mem [7'b0001010] <= 64'h243185be_4ee4b28c ;
		     Mem [7'b0001011] <= 64'h550c7dc3_d5ffb4e2 ;
		     Mem [7'b0001100] <= 64'h72be5d74_f27b896f ;
		     Mem [7'b0001101] <= 64'h80deb1fe_3b1696b1 ;
		     Mem [7'b0001110] <= 64'h9bdc06a7_25c71235 ;
		     Mem [7'b0001111] <= 64'hc19bf174_cf692694 ;  
             Mem [7'b0010000] <= 64'he49b69c1_9ef14ad2 ;
		     Mem [7'b0010001] <= 64'hefbe4786_384f25e3 ;
		     Mem [7'b0010010] <= 64'h0fc19dc6_8b8cd5b5 ;
		     Mem [7'b0010011] <= 64'h240ca1cc_77ac9c65 ;
		     Mem [7'b0010100] <= 64'h2de92c6f_592b0275 ;
		     Mem [7'b0010101] <= 64'h4a7484aa_6ea6e483 ;
		     Mem [7'b0010110] <= 64'h5cb0a9dc_bd41fbd4 ;
		     Mem [7'b0010111] <= 64'h76f988da_831153b5 ;
		     Mem [7'b0011000] <= 64'h983e5152_ee66dfab ;
		     Mem [7'b0011001] <= 64'ha831c66d_2db43210 ;
		     Mem [7'b0011010] <= 64'hb00327c8_98fb213f ;
		     Mem [7'b0011011] <= 64'hbf597fc7_beef0ee4 ;
		     Mem [7'b0011100] <= 64'hc6e00bf3_3da88fc2 ;
		     Mem [7'b0011101] <= 64'hd5a79147_930aa725 ;
		     Mem [7'b0011110] <= 64'h06ca6351_e003826f ;
		     Mem [7'b0011111] <= 64'h14292967_0a0e6e70 ;
             Mem [7'b0100000] <= 64'h27b70a85_46d22ffc ;
		     Mem [7'b0100001] <= 64'h2e1b2138_5c26c926 ;
		     Mem [7'b0100010] <= 64'h4d2c6dfc_5ac42aed ;
		     Mem [7'b0100011] <= 64'h53380d13_9d95b3df ;
		     Mem [7'b0100100] <= 64'h650a7354_8baf63de ;
		     Mem [7'b0100101] <= 64'h766a0abb_3c77b2a8 ;
		     Mem [7'b0100110] <= 64'h81c2c92e_47edaee6 ;
		     Mem [7'b0100111] <= 64'h92722c85_1482353b ;
		     Mem [7'b0101000] <= 64'ha2bfe8a1_4cf10364 ;
		     Mem [7'b0101001] <= 64'ha81a664b_bc423001 ;
		     Mem [7'b0101010] <= 64'hc24b8b70_d0f89791 ;
		     Mem [7'b0101011] <= 64'hc76c51a3_0654be30 ;
		     Mem [7'b0101100] <= 64'hd192e819_d6ef5218 ;
		     Mem [7'b0101101] <= 64'hd6990624_5565a910 ;
		     Mem [7'b0101110] <= 64'hf40e3585_5771202a ;
		     Mem [7'b0101111] <= 64'h106aa070_32bbd1b8 ;
             Mem [7'b0110000] <= 64'h19a4c116_b8d2d0c8 ;
		     Mem [7'b0110001] <= 64'h1e376c08_5141ab53 ;
		     Mem [7'b0110010] <= 64'h2748774c_df8eeb99 ;
		     Mem [7'b0110011] <= 64'h34b0bcb5_e19b48a8 ;
		     Mem [7'b0110100] <= 64'h391c0cb3_c5c95a63 ;
		     Mem [7'b0110101] <= 64'h4ed8aa4a_e3418acb ;
		     Mem [7'b0110110] <= 64'h5b9cca4f_7763e373 ;
		     Mem [7'b0110111] <= 64'h682e6ff3_d6b2b8a3 ;
		     Mem [7'b0111000] <= 64'h748f82ee_5defb2fc ;
		     Mem [7'b0111001] <= 64'h78a5636f_43172f60 ;
		     Mem [7'b0111010] <= 64'h84c87814_a1f0ab72 ;
		     Mem [7'b0111011] <= 64'h8cc70208_1a6439ec ;
		     Mem [7'b0111100] <= 64'h90befffa_23631e28 ;
		     Mem [7'b0111101] <= 64'ha4506ceb_de82bde9 ;
		     Mem [7'b0111110] <= 64'hbef9a3f7_b2c67915 ;
		     Mem [7'b0111111] <= 64'hc67178f2_e372532b ;
		     Mem [7'b1000000] <= 64'hca273ece_ea26619c ;  
		     Mem [7'b1000001] <= 64'hd186b8c7_21c0c207 ; 
		     Mem [7'b1000010] <= 64'heada7dd6_cde0eb1e ;
		     Mem [7'b1000011] <= 64'hf57d4f7f_ee6ed178 ;
		     Mem [7'b1000100] <= 64'h06f067aa_72176fba ;
		     Mem [7'b1000101] <= 64'h0a637dc5_a2c898a6 ;
		     Mem [7'b1000110] <= 64'h113f9804_bef90dae ;
		     Mem [7'b1000111] <= 64'h1b710b35_131c471b ;  
		     Mem [7'b1001000] <= 64'h28db77f5_23047d84 ;
		     Mem [7'b1001001] <= 64'h32caab7b_40c72493 ;
		     Mem [7'b1001010] <= 64'h3c9ebe0a_15c9bebc ;
		     Mem [7'b1001011] <= 64'h431d67c4_9c100d4c ;
		     Mem [7'b1001100] <= 64'h4cc5d4be_cb3e42b6 ;
		     Mem [7'b1001101] <= 64'h597f299c_fc657e2a ;
		     Mem [7'b1001110] <= 64'h5fcb6fab_3ad6faec ;
		     Mem [7'b1001111] <= 64'h6c44198c_4a475817 ;  
	end
    function integer clog2;
      input integer n;
        for (clog2=0; n>0; clog2=clog2+1)
          n = n >> 1;
    endfunction
endmodule
==> flow/run.sh <==
#!/bin/bash
# OpenROAD 26Q1-2900-gdf79404cd8, Yosys 0.63+post, stock flow scripts
make -C /OpenROAD-flow-scripts/flow DESIGN_CONFIG=/design/flow/config.mk WORK_HOME=/design/flow/orfs finish
==> flow/config.mk <==
export PLATFORM = sky130hd
export DESIGN_NAME = mem_ROM_k_256
export DESIGN_NICKNAME = mem_ROM_k_256
export VERILOG_FILES = /design/flow/design.v
export SDC_FILE = /design/flow/constraint.sdc
export NUM_CORES = 4
export LEC_CHECK = 1
export CORE_UTILIZATION = 40
==> flow/constraint.sdc <==
current_design mem_ROM_k_256

set clk_period 3.8
set clk_io_pct 0.2

create_clock -name clk0 -period $clk_period

set non_clock_inputs [all_inputs -no_clocks]
set_input_delay [expr $clk_period * $clk_io_pct] -clock clk0 $non_clock_inputs
set_output_delay [expr $clk_period * $clk_io_pct] -clock clk0 [all_outputs]
==> ci_impl_report.md <==
## Synthesis and layout report

| Metric | Value |
|---|---|
| Number of warnings in the stage logs | `52` |
| Area growth from synthesis to final layout | `38.78%` |
| DRT Wirelength | `16,120 µm` |
| Power per Cell Area | `142.0 mW/mm²` |
| Ys cells | `520` |
| Sum of overflow across all layers after global routing | `0` |
| Max Fclk | `271.0 MHz` |
| Die outline height | `92.84 µm` |
| Class of the most critical setup path | `input pin to output pin` |
| Chip area | `0.008619 mm²` |
| First-pass GRT wire length | `24,970 µm` |
| Total half-perimeter wirelength after legalization and detailed placement | `12,230 µm` |
| Worst voltage drop across the vdd grid | `0.07180 mV` |
| Post-synthesis area per instance | `6.347 µm²` |
| Core region area | `0.007848 mm²` |
| # setup viols final | `0` |
| Initial antenna violation count | `0` |
| Initial Util | `0.4206` |
| Worst min-delay path category | `input pin to output pin` |
| Power spent charging and discharging nets | `0.3383 mW` |
| Post-route DRC violation count | `0` |
| Buf/Inv on CP | `6` |
| Highest net fanout along the worst path | `10` |
| Max cap viols | `0` |
| Cell class contributing the biggest share of worst-path delay | `buffers and inverters` |
| Avg WL per Cell | `22.74 µm` |
| Number of vias after detailed routing | `4,611` |
| Crit-path slowest cell | `sky130_fd_sc_hd__clkdlybuf4s50_1` |
| Clock buffer cells | `0` |
| GRT Util Overall | `0.3870` |
| Required time worst endpoint | `3.04 ns` |
| Detailed router's first-iteration violation count | `425` |
| Clk network pwr share | `0` |
| Number of diodes added for antenna fixing | `0` |
| Measured slew at the worst slew-check pin | `0.5411 ns` |
| Final critical delay including setup and external delays | `3.689 ns` |
| Cell type contributing the most total cell area after synthesis | `sky130_fd_sc_hd__ha_1` |
| Chip Width | `92.84 µm` |
| Number of pins exceeding their max-slew limit in the final report | `0` |
| Switching power share of the total | `0.5200` |
| Internal | `0.3122 mW` |
| Post-synthesis chip area from yosys | `0.003301 mm²` |
| Number of library cell types mapped by synthesis | `66` |
| Ratio of cells with drive above 1 in the final layout | `0.2834` |
| Largest net degree at the start of global routing | `42` |
| Top cells by area, synth | `sky130_fd_sc_hd__ha_1 7.6%, sky130_fd_sc_hd__a21oi_1 7.1%, sky130_fd_sc_hd__nand2_1 5.3%` |
| Sequential Power Share | `0` |
| FF/Latch Area | `0 µm²` |
| Source of the worst hold timing path | `addr[5]` |
| Part of the Yosys area used for sequential elements | `0` |
| Series of cell instances along the critical path | `dlygate4sd2_1, buf_4, buf_4, buf_4, nand2b_1, nor2_2, a2111oi_4, buf_4, o32ai_2, clkdlybuf4s50_1` |
| Combinational share of power | `1.000` |
| Kind of start point of the critical path | `input pin` |
| Vias in the first global route | `4,274` |
| Buffers on Ports | `38` |
| P_leak | `1.811 nW` |
| Mapped Cells | `520` |
| Number of fillers in the final layout | `782` |
| Yosys warning tally | `1` |
| Post-layout utilization of the core | `0.5837` |
| Mapped Area | `0.003301 mm²` |
| Min-Delay Path Depth | `4` |
| Normalized max-slew margin | `0.6379` |
| Worst hold-check slack | `2.302 ns` |
| CP most frequent cell | `sky130_fd_sc_hd__buf_4` |
| End point of the most critical hold path | `data[9]` |
| Area share of the largest cell type after synthesis | `0.07582` |
| RePlAce Congestion | `1.007` |
| Arrival time worst endpoint | `2.93 ns` |
| Placement row count | `32` |
| Vias per std cell | `6.504` |
| Number of sequential cells in the layout | `0` |
| Tcrit/Tclk final | `0.9709` |
| Number of primary I/O pins | `40` |
| CP Capture Type | `output pin` |
| Pre-Repair DR Iteration Count | `5` |
| Slowest cell delay on critical path | `0.50 ns` |
| Final hold vios | `0` |
| Setup repair after global routing missed its margin | `no` |
| Run status | `finished clean` |
| Final antenna-violating net count | `0` |
[how the worst max path moves through the flow]
stage	start	to	slack [ns]	depth (start not counted)
global route	addr[0]	data[11]	0.05	10
CTS	addr[1]	data[6]	-0.06	10
finish	addr[0]	data[3]	0.11	10
[metrics by stage]
stage | setup slack [ns] | area (µm²) | cells | total power [mW] | setup TNS, ns
after floorplan | 0.4946 | 3301 | 520 | 0.3147 | 0
after global placement | -0.3596 | 4322 | 704 | 0.5960 | -3.415
after detailed placement | -0.2431 | 4322 | 704 | 0.5942 | -3.232
after CTS | -0.05640 | 4501 | 704 | 0.6259 | -0.1690
after global routing | 0.04698 | 4581 | 709 | 0.6953 | 0
final | 0.1105 | 4581 | 709 | 0.6505 | 0
[power groups by stage]
stage	clock network (mW)	registers, mW	logic, mW
CTS	0	0	0.626
global route	0	0	0.695
finish	0	0	0.651
[layer usage]
metal / global-route usage / routed length, µm / share of wire
met1: 0.5606 / 7138 / 0.44
met2: 0.5539 / 6737 / 0.42
met3: 0.1053 / 1543 / 0.096
met4: 0.1218 / 701 / 0.043
met5: 0 / 0 / 0
[layout make-up]
class / instances / area [µm²] / area share
multi-input combinational: 445 / 3104 / 0.6777
timing repair buffer: 153 / 1315 / 0.2871
inverter: 9 / 33.78 / 0.007375
tap: 102 / 127.6 / 0.02786
[repair_timing]
item | CTS | global route
gates resized | 53 | 10
pin swaps | 15 | 4
endpoints found under the hold margin | 0 | 0
setup buffers | 0 | 5
hold buffers | 0 | 0
setup endpoints to repair | 32 | 32
[cell usage in the layout, fill, tap and decap left out, types with 13 or more instances in the layout]
master	count
sky130_fd_sc_hd__a31oi_1	13
sky130_fd_sc_hd__nor2_1	35
sky130_fd_sc_hd__nand3_1	14
sky130_fd_sc_hd__o21ai_0	29
sky130_fd_sc_hd__a21oi_1	46
sky130_fd_sc_hd__o211ai_1	14
sky130_fd_sc_hd__clkdlybuf4s50_1	32
sky130_fd_sc_hd__nand2b_1	26
sky130_fd_sc_hd__nor3_1	18
sky130_fd_sc_hd__nand2_1	47
sky130_fd_sc_hd__buf_4	108
sky130_fd_sc_hd__nor2b_1	22
[synthesized netlist by cell type, types with 7 or more instances]
master	count
sky130_fd_sc_hd__nand2_1	47
sky130_fd_sc_hd__o311ai_0	11
sky130_fd_sc_hd__nor3_1	19
sky130_fd_sc_hd__nand2b_1	26
sky130_fd_sc_hd__clkbuf_1	17
sky130_fd_sc_hd__a311oi_1	8
sky130_fd_sc_hd__nor2b_1	25
sky130_fd_sc_hd__a31oi_1	13
sky130_fd_sc_hd__o211ai_1	14
sky130_fd_sc_hd__a211oi_1	14
sky130_fd_sc_hd__buf_2	33
sky130_fd_sc_hd__nand3_1	14
sky130_fd_sc_hd__nor2_1	38
sky130_fd_sc_hd__a2111oi_0	9
sky130_fd_sc_hd__ha_1	20
sky130_fd_sc_hd__o21ai_0	32
sky130_fd_sc_hd__buf_4	7
sky130_fd_sc_hd__a21oi_1	47
sky130_fd_sc_hd__o31ai_1	7
sky130_fd_sc_hd__a221oi_1	8
[kinds of logic after synthesis]
logic type / count (synthesis) / synth area share
xor gates and xnor gates: 1 / 0.002654
AOI/OAI and AO/OA: 216 / 0.4598
muxes: 10 / 0.04435
buffers and inverters: 75 / 0.1156
adders and majority gates: 20 / 0.07582
and+or+nand+nor: 198 / 0.3017
Power figures rest on the tool's default switching activity, not on a simulated workload.
