--- config.mk ---
export PLATFORM = sky130hd
export DESIGN_NAME = eps_0_512
export DESIGN_NICKNAME = eps_0_512
export VERILOG_FILES = /design/flow/design.v
export SDC_FILE = /design/flow/constraint.sdc
export NUM_CORES = 4
export LEC_CHECK = 1
export CORE_UTILIZATION = 40
--- constraint.sdc ---
current_design eps_0_512

set clk_period 1.2
set clk_io_pct 0.2

create_clock -name clk0 -period $clk_period

set non_clock_inputs [all_inputs -no_clocks]
set_input_delay [expr $clk_period * $clk_io_pct] -clock clk0 $non_clock_inputs
set_output_delay [expr $clk_period * $clk_io_pct] -clock clk0 [all_outputs]
--- design.v ---
`timescale 1ns / 1ps
module sha2_message_schedule #(
    parameter WIDTH = 32,
    parameter MODE = 256
    )(
    input           clk,
    input           rst,
    input           load,
    input           start,
    input   [WIDTH-1:0]  data_in,
    output  [WIDTH-1:0]  data_out
    );
    reg [WIDTH-1:0] MEM [15:0];
    wire [WIDTH-1:0] data_au;
    au_weight #(.WIDTH(WIDTH), .MODE(MODE)) 
    AU_WEIGHT (
        .data_in_1(MEM[0]), .data_in_2(MEM[1]),
        .data_in_3(MEM[9]), .data_in_4(MEM[14]),
        .data_out(data_au)
    );
    assign data_out = MEM[0];
    genvar i;
    generate
        for(i = 0; i < 16; i = i + 1) begin
        if(i == 15) begin
            always @(posedge clk) begin
                if (!rst) MEM[i] <= 0;
                else begin
                    if(load)       MEM[15]      <= data_in;
                    else if(start) MEM[15]      <= data_au;
                    else            MEM[i]      <= MEM[i];
                end
            end
        end
        else begin
            always @(posedge clk) begin
                if (!rst) MEM[i] <= 0;
                else begin
                    if(load | start)        MEM[i]      <= MEM[i+1];
                    else                    MEM[i]      <= MEM[i];
                end
            end
        end
        end
    endgenerate
endmodule
module au_weight #
    (
    parameter WIDTH = 32,
    parameter MODE = 256
    )(
    input [WIDTH-1:0] data_in_1,
    input [WIDTH-1:0] data_in_2,
    input [WIDTH-1:0] data_in_3,
    input [WIDTH-1:0] data_in_4,
    output [WIDTH-1:0] data_out
    );
    wire [WIDTH-1:0] out_1;  
    wire [WIDTH-1:0] out_2;  
    wire [WIDTH-1:0] out_3;  
    wire [WIDTH-1:0] out_4;  
    wire [WIDTH-1:0] out_au;
    generate 
        if(MODE == 224 | MODE == 256) begin
            assign out_1 = data_in_1;
            sigma_0 #(.SIZE(WIDTH)) s0 (.x(data_in_2), .out(out_2));
            assign out_3 = data_in_3;
            sigma_1 #(.SIZE(WIDTH)) s1 (.x(data_in_4), .out(out_4));
            assign out_au = out_1 + out_2 + out_3 + out_4;
        end
        else if(MODE == 384 | MODE == 512) begin
            assign out_1 = data_in_1;
            sigma_0_512 #(.SIZE(WIDTH)) s0 (.x(data_in_2), .out(out_2));
            assign out_3 = data_in_3;
            sigma_1_512 #(.SIZE(WIDTH)) s1 (.x(data_in_4), .out(out_4));
            assign out_au = out_1 + out_2 + out_3 + out_4;
        end
    endgenerate
    assign data_out = out_au;
endmodule
module sigma_0 #(
   parameter SIZE = 32
    )(
    input [SIZE-1:0] x,
    output [SIZE-1:0] out
    );
    wire [SIZE-1:0] out_1;
    wire [SIZE-1:0] out_2;
    wire [SIZE-1:0] out_3;
    RTOR #(.ROT(7),.SIZE(SIZE)) RTOT_7 (.x(x), .out(out_1));   
    RTOR #(.ROT(18),.SIZE(SIZE)) RTOT_18 (.x(x), .out(out_2));  
    assign out_3 = x >> 3;
    assign out = out_1 ^ out_2 ^ out_3;   
endmodule
module sigma_1 #(
   parameter SIZE = 32
    )(
    input [SIZE-1:0] x,
    output [SIZE-1:0] out
    );
    wire [SIZE-1:0] out_1;
    wire [SIZE-1:0] out_2;
    wire [SIZE-1:0] out_3;
    RTOR #(.ROT(17),.SIZE(SIZE)) RTOT_17 (.x(x), .out(out_1));   
    RTOR #(.ROT(19),.SIZE(SIZE)) RTOT_19 (.x(x), .out(out_2));  
    assign out_3 = x >> 10;
    assign out = out_1 ^ out_2 ^ out_3;   
endmodule
module sigma_0_512 #(
   parameter SIZE = 64
    )(
    input [SIZE-1:0] x,
    output [SIZE-1:0] out
    );
    wire [SIZE-1:0] out_1;
    wire [SIZE-1:0] out_2;
    wire [SIZE-1:0] out_3;
    RTOR #(.ROT(1),.SIZE(SIZE)) RTOT_1 (.x(x), .out(out_1));   
    RTOR #(.ROT(8),.SIZE(SIZE)) RTOT_8 (.x(x), .out(out_2));  
    assign out_3 = x >> 7;
    assign out = out_1 ^ out_2 ^ out_3;   
endmodule
module sigma_1_512 #(
   parameter SIZE = 64
    )(
    input [SIZE-1:0] x,
    output [SIZE-1:0] out
    );
    wire [SIZE-1:0] out_1;
    wire [SIZE-1:0] out_2;
    wire [SIZE-1:0] out_3;
    RTOR #(.ROT(19),.SIZE(SIZE)) RTOT_19 (.x(x), .out(out_1));   
    RTOR #(.ROT(61),.SIZE(SIZE)) RTOT_61 (.x(x), .out(out_2));  
    assign out_3 = x >> 6;
    assign out = out_1 ^ out_2 ^ out_3;   
endmodule
module eps_0 #(
   parameter SIZE = 32
    )(
    input [SIZE-1:0] x,
    output [SIZE-1:0] out
    );
    wire [SIZE-1:0] out_1;
    wire [SIZE-1:0] out_2;
    wire [SIZE-1:0] out_3;
    RTOR #(.ROT(2),.SIZE(SIZE)) RTOT_2 (.x(x), .out(out_1));   
    RTOR #(.ROT(13),.SIZE(SIZE)) RTOT_13 (.x(x), .out(out_2));
    RTOR #(.ROT(22),.SIZE(SIZE)) RTOT_22 (.x(x), .out(out_3));    
    assign out = out_1 ^ out_2 ^ out_3;   
endmodule
module eps_1 #(
   parameter SIZE = 32
    )(
    input [SIZE-1:0] x,
    output [SIZE-1:0] out
    );
    wire [SIZE-1:0] out_1;
    wire [SIZE-1:0] out_2;
    wire [SIZE-1:0] out_3;
    RTOR #(.ROT(6),.SIZE(SIZE)) RTOT_6 (.x(x), .out(out_1));   
    RTOR #(.ROT(11),.SIZE(SIZE)) RTOT_11 (.x(x), .out(out_2));
    RTOR #(.ROT(25),.SIZE(SIZE)) RTOT_25 (.x(x), .out(out_3));    
    assign out = out_1 ^ out_2 ^ out_3;   
endmodule
module eps_0_512 #(
   parameter SIZE = 64
    )(
    input [SIZE-1:0] x,
    output [SIZE-1:0] out
    );
    wire [SIZE-1:0] out_1;
    wire [SIZE-1:0] out_2;
    wire [SIZE-1:0] out_3;
    RTOR #(.ROT(28),.SIZE(SIZE)) RTOT_28 (.x(x), .out(out_1));   
    RTOR #(.ROT(34),.SIZE(SIZE)) RTOT_34 (.x(x), .out(out_2));
    RTOR #(.ROT(39),.SIZE(SIZE)) RTOT_39 (.x(x), .out(out_3));    
    assign out = out_1 ^ out_2 ^ out_3;   
endmodule
module eps_1_512 #(
   parameter SIZE = 64
    )(
    input [SIZE-1:0] x,
    output [SIZE-1:0] out
    );
    wire [SIZE-1:0] out_1;
    wire [SIZE-1:0] out_2;
    wire [SIZE-1:0] out_3;
    RTOR #(.ROT(14),.SIZE(SIZE)) RTOT_14 (.x(x), .out(out_1));   
    RTOR #(.ROT(18),.SIZE(SIZE)) RTOT_18 (.x(x), .out(out_2));
    RTOR #(.ROT(41),.SIZE(SIZE)) RTOT_41 (.x(x), .out(out_3));    
    assign out = out_1 ^ out_2 ^ out_3;   
endmodule
module RTOR # (
    parameter ROT = 7,
    parameter SIZE = 32
    )(
    input [SIZE-1:0] x,
    output [SIZE-1:0] out
    );
    wire [SIZE-1:0] out_1;
    wire [SIZE-1:0] out_2;
    assign out_1 = x >> ROT;
    assign out_2 = x[ROT-1:0];
    assign out = {out_2[ROT-1:0],out_1[SIZE-1-ROT:0]};
endmodule 
--- run.sh ---
#!/bin/bash
# OpenROAD 26Q1-2900-gdf79404cd8, Yosys 0.63+post, stock flow scripts
make -C /OpenROAD-flow-scripts/flow DESIGN_CONFIG=/design/flow/config.mk WORK_HOME=/design/flow/orfs finish
==> impl_metrics.yaml <==
# flow metrics
synth:
  ys_chip_area_um2: 1530
  ys_seq_share_pct: 0
  top_cell: "xor3_1"
  common_cells: "63 x xor3_1, 1 x xor3_4"
  ys_sh_mux_pct: 0
  synthAoiAreaFrac_pct: 0
  yosys.area.top_type: "xor3_1"
  adder_share_pct: 0
  top_cell_area_share_pct: 98.2
  topCellsByArea: "xor3_1 98%, xor3_4 1.8%"
  syn_avg_cell_area_um2: 23.8
  yosys.cell_types.count: 2
  ys_top_logic_family: "XOR/XNOR gates"
  simple_gate_share_pct: 0
  ys_warn_count: 0
  ys_cells: 64
  synth_cells: 64
  synth_area_um2: 1530
  yosys.area_share.xor_xnor_pct: 100
flow_run:
  warnings: 34
  drv_cap: 0
finish:
  seq_cell_count: 0
  regArea_um2: 0
  combGateArea_um2: 1530
  final_area_um2: 2890
  n_fill_cell: 237
  clock_buffer_count: 0
  syn2layout_area_growth_pct: 89.3
  layout-drive-gt1-share_pct: 63.6
global_routing:
  antenna_found_initial: 0
  grt_max_degree: 4
  grt_pass1_vias: 1431
  grt_overflow: 0
  grt_pass1_wl_um: 7380
  grt.total_usage_pct: 26.2
final_timing:
  slew_headroom_pct: 92.2
  hold_viol_final: 0
  worst-slew-pin-transition_ps: 118
  setup_slack_ps: 7.23
  fin_crit_ps: 1190
  period_used_pct: 99.4
  maxSlewViolCount: 0
  setup_violations: 0
  maxClockFrequency_mhz: 838
placement:
  routabilityCongestion: 0.887
  dpl_cell_area_um2: 3160
  dpl.hpwl_um: 4190
  place_worst_setup_slack_ps: -724
  portBuffers: 128
routing:
  vias_per_cell: 4.60
  routed_wl_um: 4760
  n_antenna_cell: 0
  drt-pass1-iter-count: 4
  drc_errors: 0
  vias: 1283
  routedWlPerCell_um: 17.1
  ant_nets: 0
  drtIter0Drc: 15
critical_path:
  arrival_ps: 950
  cp.required_ps: 960
  critPathKind: "in2out"
  endpoint_kind: "output port"
  crit_fanout: 3
  start_kind: "input pin"
  crit_start: "x[20]"
floorplan:
  pin_count: 128
  die-area_um2: 4060
  fp.dieW_um: 63.8
  fp_util_pct: 41.7
  rows: 22
  coreArea_um2: 3660
  die_h_um: 63.8
worst_hold_path:
  hp-start: "x[52]"
  hold_path.class: "in2out"
run_status:
  status: "completed"
cts:
  hold_buffers: 0
power_and_ir_drop:
  p_leak_nw: 1.77
  power_density_nw_per_um2: 465
  vdd_drop_max_mv: 0.251
==> metrics by stage <==
step	utilization, %	std cells	hold WS [ps]	power (mW)	TNS [ps]
after floorplan	-	64	566	0.522	0
after global placement	86.3	279	1520	1.60	-40500
after detailed placement	86.3	279	1540	1.62	-41400
after CTS	79.6	282	784	1.36	-42.8
after global routing	78.8	279	780	1.43	-1.03
final	78.8	279	767	1.34	0
==> cells in the final DEF (no fill, tap or decap) <==
cell type / instances
clkbuf_2: 4
buf_2: 61
buf_6: 40
xor3_4: 1
buf_4: 40
xor3_1: 63
clkdlybuf4s15_1: 21
buf_8: 1
==> critical path, stage by stage <==
cell and delay (ps):
buf_2 130, xor3_1 450, buf_2 130
==> power breakdown <==
part           internal [mW]  total (mW)  switching [mW]
Clock                      0           0               0
Combinational           1.03        1.34           0.314
Sequential                 0           0               0
Total                   1.03        1.34           0.314
==> per-layer routing <==
| layer | track usage (%) | routed length, µm | up-vias |
|---|---|---|---|
| met3 | 8.88 | 504 | 4 |
| met2 | 41.6 | 2280 | 81 |
| met5 | 0 | 0 | - |
| met4 | 1.99 | 46 | 0 |
| li1 | - | - | 599 |
| met1 | 39.8 | 1930 | 599 |
==> final timing paths <==
kind	to	cells past startpoint
max	out[50]	3
min	out[13]	3
==> cells by family (layout without fill, tap and decap cells) <==
kind of cell,Yosys count,after routing
XOR/XNOR,64,64
buffers and inverters,0,167
==> area by class of cell <==
| class | instances | share of cell area (%) |
|---|---|---|
| Multi-Input combinational cell | 64 | 52.8 |
| Timing Repair Buffer | 167 | 45.1 |
| Tap cell | 48 | 2.08 |
==> repair_timing <==
action	4_1_cts	5_1_grt
buffers inserted	4	1
endpoints found under the setup margin	64	27
resized	480	18
pin swaps	59	23
Power and IR drop assume default switching activity.
